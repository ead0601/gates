File: config.mk
export PLATFORM = sky130hd
export DESIGN_NAME = led_test
export DESIGN_NICKNAME = led_test
export VERILOG_FILES = /design/flow/design.v
export SDC_FILE = /design/flow/constraint.sdc
export NUM_CORES = 4
export LEC_CHECK = 1
export CORE_AREA = 10 10 110 110
export DIE_AREA = 0 0 120 120
File: constraint.sdc
current_design led_test

set clk_period 5.4
set clk_io_pct 0.2

create_clock -name clk0 -period $clk_period [get_ports {clk}]

set non_clock_inputs [all_inputs -no_clocks]
set_input_delay [expr $clk_period * $clk_io_pct] -clock clk0 $non_clock_inputs
set_output_delay [expr $clk_period * $clk_io_pct] -clock clk0 [all_outputs]
File: design.v
`timescale 1ns / 1ps
`timescale 1ns / 1ps
module led_test
(
        input           clk,            
        input           rst_n,          
        output reg[3:0] led             
);
 reg [31:0]      timer;
 always@(posedge clk or negedge rst_n)
 begin
        if (rst_n == 1'b0)
                timer <= 32'd0;                      
        else if (timer == 32'd99_999_999)           
                timer <= 32'd0;                      
        else
                timer <= timer + 32'd1;              
 end
 always@(posedge clk or negedge rst_n)
 begin
        if (rst_n == 1'b0)
                led <= 4'b0000;                      
        else if (timer == 32'd24_999_999)        
                led <= 4'b0001;
        else if (timer == 32'd49_999_999)        
                led <= 4'b0010;
        else if (timer == 32'd75_999_999)        
                led <= 4'b0100;
        else if (timer == 32'd99_999_999)       
                led <= 4'b1000;
 end
endmodule
File: run.sh
#!/bin/bash
# OpenROAD 26Q1-2900-gdf79404cd8, Yosys 0.63+post, stock flow scripts
make -C /OpenROAD-flow-scripts/flow DESIGN_CONFIG=/design/flow/config.mk WORK_HOME=/design/flow/orfs finish
==> results.sh <==
# flow metrics
export IMPL_status="finished clean"
export IMPL_die_h_microns=120
export IMPL_worstPathArrival_ns=2.60
export IMPL_gp_congestion=0.9370
export IMPL_final_util_pct=22.02
export IMPL_min_period_ns=2.433
export IMPL_netlist_instances=175
export IMPL_drtIter0Drc=128
export IMPL_pre_cts_ws_ns=3.026
export IMPL_synth_cell_type_count=35
export IMPL_grt_max_degree=37
export IMPL_reg2reg_to="timer[24]"
export IMPL_switching_share_pct=16.88
export IMPL_layout_top_cell="dfrtp_1"
export IMPL_switching_power_uw=101.8
export IMPL_grt_total_usage_pct=5.181
export IMPL_warning_count=25
export IMPL_power_frac_comb_pct=1.0
export IMPL_p_int_uw=501.2
export IMPL_crit_type="register to register"
export IMPL_r2r_start="timer[4]"
export IMPL_postPlaceCellArea_sq_um=1993
export IMPL_rsz0062_at_grt="no"
export IMPL_powerDensity_nw_per_um2=280.2
export IMPL_fin_setup_tns_ns=0
export IMPL_postSynthSeqShare_pct=49.76
export IMPL_grt_overflow=0
export IMPL_portBuffers=5
export IMPL_drive_gt1_share_pct=10.38
export IMPL_wl_per_cell_microns=11.52
export IMPL_postCtsSetupRepairBufs=0
export IMPL_fp_dieW_microns=120
export IMPL_ys_warn_count=1
export IMPL_fp_util_pct=18.52
export IMPL_clkSinkCount=36
export IMPL_fin_ws_ns=2.967
export IMPL_totalWireLength_mm=3.639
export IMPL_syn2layout_area_growth_pct=18.87
export IMPL_clkTransAtPathRegs_ns=0.07
export IMPL_rows=36
export IMPL_vias_per_cell=4.146
export IMPL_cts_htree_levels=2
export IMPL_ys_cells=175
export IMPL_ys_ff=36
export IMPL_power_frac_seq_pct=44.7
export IMPL_lay_top_cells="dfrtp_1 (36), nor2_1 (24), xor2_1 (16)"
export IMPL_critPathCaptureType="register"
export IMPL_antenna_cells=0
export IMPL_pwr_share_clk_pct=54.3
export IMPL_ys_chip_area_sq_um=1810
export IMPL_cts_buffers=5
export IMPL_core_sq_um=9774
export IMPL_worstHoldPathType="register to register"
export IMPL_cts_resized=0
export IMPL_ff2ff_path_depth=6
export IMPL_cts_root_buffer="clkbuf_8"
export IMPL_drc=0
export IMPL_grt_antenna_before_repair=0
export IMPL_p_leak_uw=0.0009048
export IMPL_holdPathStages=1
export IMPL_grt_pass1_wl_mm=6.327
export IMPL_clk_path_buf_depth=2
export IMPL_hold_viol=0
export IMPL_ir_drop_uv=114.3
export IMPL_comb_area_sq_um=862.1
export IMPL_dp_hpwl_mm=2.499
export IMPL_worstPathRequired_ns=5.57
export IMPL_slew_viol_final=0
export IMPL_tightest_slew_ns=0.7439
export IMPL_setup_worst_path_start_class="register"
export IMPL_insertion_delay_ns=0.29
export IMPL_reg2reg_slack_ns=2.97
export IMPL_design_area_sq_um=2152
export IMPL_drv_cap=0
export IMPL_setup_viol=0
export IMPL_ff_latch_area_sq_um=900.9
export IMPL_drt_pass1_iterations=4
export IMPL_syn_area_sq_um=1810
export IMPL_die_area_sq_um=14400
export IMPL_cts_tree="yes"
export IMPL_vias=1310
export IMPL_relSlewSlack_pct=50.00
export IMPL_finalClockPeriodUsage_pct=45.06
export IMPL_holdCritStartpoint="timer[31]"
export IMPL_crit_fanout=15
export IMPL_fillers=1050
export IMPL_cts_hold_buffers=0
export IMPL_first_global_vias=1239
export IMPL_synth_area_per_cell_sq_um=10.35
export IMPL_fmax_mhz=410.9
export IMPL_antenna_left=0
export IMPL_hold_path_end="timer[31]"
export IMPL_fin_skew_ns=0.004683
export IMPL_io_pins=6
## registers in the layout, summed over array words and instances (netlist names)
register and cells:
timer 32, led 4
## cell type report
type,count,share of cell area (%)
Multi-Input combinational cell,131,40.06
Sequential cell,36,41.86
Inverter,1,0.1744
Clock buffer,5,3.198
Tap cell,133,7.733
Timing Repair Buffer,7,2.791
Clock inverter,3,4.186
## power by group through the flow
stage | registers [uW] | logic [uW] | clock network, uW
CTS | 269 | 6.50 | 335
global route | 269 | 7.07 | 344
finish | 269 | 5.85 | 328
## worst max-delay path, cell delays in order, from the launching register on
cell and delay, ns:
dfrtp_1 0.45, nand4_1 0.31, or4_1 0.65, nor3_2 0.40
buf_4 0.30, nand3b_1 0.13, o21ai_0 0.07
## metal layers
layer / vias up / routed length [microns] / part of all wire, % / track usage (%)
met4: 0 / 94 / 2.6 / 1.131
met3: 4 / 130 / 3.6 / 0.9995
met1: 643 / 1809 / 50 / 8.094
met5: - / 0 / 0 / 0
met2: 25 / 1605 / 44 / 7.221
li1: 638 / - / - / -
## cell families after synthesis
kind of cell / synth area share, %
DFF: 49.76
buffers and inverters: 2.626
adders and majority gates: 0.6910
AOI/OAI and AO/OA: 1.244
and+or+nand+nor: 32.14
xor gates and xnor gates: 13.54
## worst max-delay path by stage
| stage | endpoint | from | slack, ns |
|---|---|---|---|
| 4_1_cts | timer[24] | timer[4] | 2.99 |
| 5_1_grt | led[2] | timer[4] | 2.82 |
| 6_report | timer[24] | timer[4] | 2.97 |
## per-stage QoR
| stage | std cells | total power, uW | hold WS, ns |
|---|---|---|---|
| 6_report | 316 | 602.9 | 0.4708 |
| 2_1_floorplan | 175 | 274.8 | 0.4429 |
| 4_1_cts | 316 | 610.5 | 0.4750 |
| 3_3_place_gp | 308 | 281.0 | 0.4570 |
| 5_1_grt | 316 | 620.8 | 0.5018 |
| 3_5_place_dp | 308 | 281.1 | 0.4622 |
## cells in the mapped netlist
cell / instances / share of area (%)
or4bb_1: 1 / 0.62
a21oi_1: 2 / 0.55
buf_4: 2 / 0.83
nor2b_1: 1 / 0.35
nand4b_1: 3 / 1.5
nand3b_1: 1 / 0.41
nor4b_1: 3 / 1.5
nor4_2: 1 / 0.69
or3_4: 1 / 0.62
buf_2: 2 / 0.55
nor3_1: 3 / 0.83
nor2_1: 24 / 5.0
nor4_4: 1 / 1.2
nor3_2: 1 / 0.55
ha_1: 1 / 0.69
xnor2_1: 12 / 5.8
nor4_1: 1 / 0.35
nand3_1: 15 / 4.1
buf_6: 1 / 0.62
and4_1: 3 / 1.5
inv_1: 1 / 0.21
nand2_1: 13 / 2.7
clkbuf_1: 2 / 0.41
or2_2: 1 / 0.35
nor4bb_1: 1 / 0.55
dfrtp_1: 36 / 50
or4b_1: 1 / 0.55
or4_4: 1 / 0.62
or4_1: 5 / 2.1
and4b_1: 1 / 0.55
xor2_1: 16 / 7.7
and3_2: 2 / 0.83
o21a_1: 1 / 0.41
o21ai_0: 1 / 0.28
nand4_1: 14 / 4.8
No activity file was given, so power comes from the tool's default toggle rates.
